==> flow/design.v <==
module predict_gshare #(
parameter GSHARE_BITS_NUM = 10,
parameter OPTION_OPERAND_WIDTH = 32
)
(
input rst,
input clk,
output logic predicted_flag,      
input is_taken,
input is_control,
input is_br,       
input [OPTION_OPERAND_WIDTH-1:0]  branch_pc,
input [OPTION_OPERAND_WIDTH-1:0]  pc
);
localparam [1:0]
      STATE_STRONGLY_NOT_TAKEN = 2'b00,
      STATE_WEAKLY_NOT_TAKEN   = 2'b01,
      STATE_WEAKLY_TAKEN       = 2'b10,
      STATE_STRONGLY_TAKEN     = 2'b11;
localparam FSM_NUM = 2 ** GSHARE_BITS_NUM;
integer i = 0;
reg [1:0] state [0:FSM_NUM];
reg [GSHARE_BITS_NUM:0] brn_hist_reg = 0;
reg [GSHARE_BITS_NUM - 1:0] prev_idx = 0;
wire [GSHARE_BITS_NUM - 1:0] state_idx = brn_hist_reg[GSHARE_BITS_NUM - 1:0] ^ branch_pc[GSHARE_BITS_NUM + 1:2];
wire [GSHARE_BITS_NUM - 1:0] current_index = brn_hist_reg[GSHARE_BITS_NUM - 1:0] ^ pc[GSHARE_BITS_NUM + 1:2];
assign predicted_flag = (state[current_index][1]);
always_ff @(posedge clk) begin
 if (!rst) begin
  brn_hist_reg <= 0;
  prev_idx <= 0;
  for(i = 0; i < FSM_NUM; i = i + 1) begin
   state[i] <= STATE_WEAKLY_TAKEN;
  end
 end else begin
  if (is_control) begin
	prev_idx <= state_idx;
  end
  if (is_br) begin
   brn_hist_reg <= {brn_hist_reg[GSHARE_BITS_NUM - 1 : 0], is_taken};
   if (!is_taken) begin
    unique case (state[prev_idx])
     STATE_STRONGLY_TAKEN: state[prev_idx] <= STATE_WEAKLY_TAKEN;
     STATE_WEAKLY_TAKEN: state[prev_idx] <= STATE_WEAKLY_NOT_TAKEN;
     STATE_WEAKLY_NOT_TAKEN: state[prev_idx] <= STATE_STRONGLY_NOT_TAKEN;
     STATE_STRONGLY_NOT_TAKEN: state[prev_idx] <= STATE_STRONGLY_NOT_TAKEN;
    endcase
   end else begin
    unique case (state[prev_idx])
     STATE_STRONGLY_NOT_TAKEN: state[prev_idx] <= STATE_WEAKLY_NOT_TAKEN;
     STATE_WEAKLY_NOT_TAKEN: state[prev_idx] <= STATE_WEAKLY_TAKEN;
     STATE_WEAKLY_TAKEN: state[prev_idx] <= STATE_STRONGLY_TAKEN;
     STATE_STRONGLY_TAKEN: state[prev_idx] <= STATE_STRONGLY_TAKEN;
    endcase
   end
  end
 end
end
endmodule : predict_gshare
==> flow/run.sh <==
#!/bin/bash
# OpenROAD 26Q1-2900-gdf79404cd8, Yosys 0.63+post, stock flow scripts
make -C /OpenROAD-flow-scripts/flow DESIGN_CONFIG=/design/flow/config.mk WORK_HOME=/design/flow/orfs finish
==> flow/config.mk <==
export PLATFORM = sky130hd
export DESIGN_NAME = predict_gshare
export DESIGN_NICKNAME = predict_gshare
export VERILOG_FILES = /design/flow/design.v
export SDC_FILE = /design/flow/constraint.sdc
export NUM_CORES = 4
export LEC_CHECK = 1
export CORE_UTILIZATION = 50
==> flow/constraint.sdc <==
current_design predict_gshare

set clk_period 91.8
set clk_io_pct 0.2

create_clock -name clk0 -period $clk_period [get_ports {clk}]

set non_clock_inputs [all_inputs -no_clocks]
set_input_delay [expr $clk_period * $clk_io_pct] -clock clk0 $non_clock_inputs
set_output_delay [expr $clk_period * $clk_io_pct] -clock clk0 [all_outputs]
==> flow_metrics.env <==
# physical design summary
export IMPL_run_status="finished, final reports clean"
export IMPL_clockBufferDepth=3
export IMPL_flops_out_of_synthesis=2068
export IMPL_routed_wire_length_per_instance_um=32.7
export IMPL_drt_drc=0
export IMPL_area_delta_synth_final_pct=8.30
export IMPL_yosysCellCount=8256
export IMPL_clkLatencyLatePin_ns=0.90
export IMPL_synth_area_top_cells="sky130_fd_sc_hd__edfxtp_1, sky130_fd_sc_hd__mux4_2, sky130_fd_sc_hd__nand3_1"
export IMPL_tritoncts_num_sinks=2068
export IMPL_min_period_ns=43.52
export IMPL_yosys_warnings=1
export IMPL_final_setup_tns_ns=0
export IMPL_worstPathArrival_ns=25.16
export IMPL_timing_final_setup_violations=0
export IMPL_syn_instance_count=8256
export IMPL_criticalPathCategory="input port to output pin"
export IMPL_ys_seq_frac=0.582
export IMPL_openroad_warnings=76
export IMPL_first_pass_iters=6
export IMPL_finClkSkew_ns=0.0435
export IMPL_ys_chip_area_um2=106000
export IMPL_vias_per_cell=6.81
export IMPL_numPlacedInstances=10300
export IMPL_ir_drop_v=0.0000209
export IMPL_detail_route_wirelength_um=349000
export IMPL_preCtsSetupSlack_ns=48.42
export IMPL_worst_pin_slew_ns=1.13
export IMPL_holdCritPathClass="flop to flop"
export IMPL_clk_pin_slew_worst_paths_ns=0.05
export IMPL_critical_path_cell_chain="clkdlybuf4s50_1 > xor2_4 > buf_12 > buf_4 > buf_4 > mux4_2 > mux4_2 > a22o_1 > a221oi_1 > o22ai_1 > o21ai_0 > o21ai_0 > mux2_2 > clkdlybuf4s50_1"
export IMPL_dp_hpwl_um=206000
export IMPL_gp_congestion=1.01
export IMPL_overall_die_area_um2=215000
export IMPL_yosys_cell_types_count=40
export IMPL_final_instance_count_excl_fill=10700
export IMPL_worst_path_buf_inv=5
export IMPL_ctsResizeCount=0
export IMPL_share_of_post_route_cells_with_drive_strength_above_1=0.208
export IMPL_htree_levels=4
export IMPL_final_hold_viol_count=0
export IMPL_grt_setup_unrepaired="no"
export IMPL_portBuffers=25
export IMPL_top_area_cell="sky130_fd_sc_hd__edfxtp_1"
export IMPL_cp_end_kind="output pin"
export IMPL_drt_iter0_markers=5710
export IMPL_number_of_buffers_inserted_by_post_cts_setup_repair=0
export IMPL_number_of_buffers_created_by_cts=217
export IMPL_placementRows=168
export IMPL_static_leakage_power_uw=0.0312
export IMPL_post_synthesis_instance_area_um2=106000
export IMPL_grt_util_all_layers=0.362
export IMPL_die_width_um=463
export IMPL_num_io_pins=70
export IMPL_max_clock_freq_ghz=0.0230
export IMPL_grt_max_degree=146
export IMPL_power_per_cell_area_nw_per_um2=19.0
export IMPL_worst_slew_margin_rel=0.237
export IMPL_cp_max_fo=53
export IMPL_synth_area_per_cell_um2=12.9
export IMPL_cts_hold_repair_buffers=0
export IMPL_ant_nets=0
export IMPL_vias_in_the_first_global_route=75500
export IMPL_slew_violations=0
export IMPL_yosysTopAreaCellShare=0.578
export IMPL_final_critical_path_setup_slack_ns=48.28
export IMPL_worstPathRequired_ns=73.44
export IMPL_cp_top_family="buffers and inverters"
export IMPL_finalCritPeriodShare=0.474
export IMPL_detailroute_via_count=72600
export IMPL_floorplan_core_area_um2=211000
export IMPL_critPathMaxStageDelay_ns=0.77
export IMPL_worstSetupStartpointType="input port"
export IMPL_number_of_antenna_violations_at_the_first_check_in_global_routing=15
export IMPL_critical_path_slowest_cell="sky130_fd_sc_hd__a221oi_1"
export IMPL_floorplan_die_height_um=463
export IMPL_floorplan_core_util=0.505
export IMPL_clock_root_buffer="sky130_fd_sc_hd__clkbuf_16"
export IMPL_reg2reg_slack_ns=81.89
export IMPL_grt_overflow_total=0
export IMPL_grt_pass1_wl_um=504000
export IMPL_largest_reg_flops=2048
export IMPL_cts_tree="yes"
export IMPL_max_cap_violations=0
layout make-up:
type	count	area, µm²
multi-input cells	5043	40400
well taps	2805	3510
inverters	1	3.75
flip-flops and latches	2068	61900
clock buffers	291	5810
repair buffers	341	2730
diodes	11	27.5
clock inverters	107	898
fillers	16600	95400
tightest hold or removal path, delay by kind of cell (launching register included):
| kind | cells | cell delay [ns] |
|---|---|---|
| flops | 1 | 0.33 |
| mux | 1 | 0.13 |
| simple gates | 1 | 0.06 |
per-layer routing:
| metal | track usage | wire length (µm) | vias to the layer above |
|---|---|---|---|
| met4 | 0.132 | 16900 | 40 |
| met5 | 0.0294 | 919 | - |
| met2 | 0.491 | 155000 | 4953 |
| li1 | - | - | 30900 |
| met1 | 0.438 | 107000 | 35800 |
| met3 | 0.299 | 69500 | 900 |
cells by family (layout without fill, tap and decap cells):
family,after synthesis,in the layout,synth area share
multiplexers,843,843,0.177
AND/OR/NAND/NOR,3002,3002,0.130
flip-flops,2068,2068,0.582
other,0,11,0
XOR/XNOR,24,24,0.00198
AND-OR/OR-AND,1172,1172,0.0639
adder cells (fa/ha/maj),2,2,0.000200
buffers and inverters,1145,740,0.0453
Yosys cell counts:
| master | instances |
|---|---|
| sky130_fd_sc_hd__nand4_1 | 9 |
| sky130_fd_sc_hd__nor2_1 | 432 |
| sky130_fd_sc_hd__o211a_1 | 10 |
| sky130_fd_sc_hd__maj3_1 | 1 |
| sky130_fd_sc_hd__o21ai_0 | 703 |
| sky130_fd_sc_hd__buf_4 | 17 |
| sky130_fd_sc_hd__or3b_2 | 1 |
| sky130_fd_sc_hd__o41ai_1 | 32 |
| sky130_fd_sc_hd__a22o_1 | 12 |
| sky130_fd_sc_hd__nor3_2 | 40 |
| sky130_fd_sc_hd__mux2_2 | 1 |
| sky130_fd_sc_hd__nand3b_1 | 2 |
| sky130_fd_sc_hd__buf_6 | 15 |
| sky130_fd_sc_hd__nor2b_1 | 18 |
| sky130_fd_sc_hd__inv_1 | 1 |
| sky130_fd_sc_hd__and4_1 | 1 |
| sky130_fd_sc_hd__and3_1 | 3 |
| sky130_fd_sc_hd__maj3_2 | 1 |
| sky130_fd_sc_hd__or2_2 | 7 |
| sky130_fd_sc_hd__a221oi_1 | 12 |
| sky130_fd_sc_hd__nand2_1 | 761 |
| sky130_fd_sc_hd__nand3_1 | 1029 |
| sky130_fd_sc_hd__nand2b_1 | 6 |
| sky130_fd_sc_hd__and3b_1 | 2 |
| sky130_fd_sc_hd__or3_1 | 2 |
| sky130_fd_sc_hd__xnor2_1 | 15 |
| sky130_fd_sc_hd__xor2_1 | 9 |
| sky130_fd_sc_hd__o22ai_1 | 6 |
| sky130_fd_sc_hd__buf_1 | 46 |
| sky130_fd_sc_hd__nor3b_1 | 1 |
| sky130_fd_sc_hd__clkbuf_1 | 793 |
| sky130_fd_sc_hd__dfxtp_1 | 20 |
| sky130_fd_sc_hd__edfxtp_1 | 2048 |
| sky130_fd_sc_hd__buf_2 | 273 |
| sky130_fd_sc_hd__a22oi_1 | 265 |
| sky130_fd_sc_hd__a21oi_1 | 132 |
| sky130_fd_sc_hd__and2_1 | 9 |
| sky130_fd_sc_hd__mux2i_1 | 10 |
| sky130_fd_sc_hd__nor3_1 | 679 |
| sky130_fd_sc_hd__mux4_2 | 832 |
worst paths after layout:
check | cells after the start | end | startpoint
worst max-delay path | 14 | predicted_flag | pc[2]
worst min-delay path | 2 | brn_hist_reg[9] | brn_hist_reg[9]
worst max register to register | 19 | state[65][1] | prev_idx[0]
worst min register to register | 2 | brn_hist_reg[9] | brn_hist_reg[9]
cells in the final DEF (no fill, tap or decap), drive strengths merged:
cell type	count
a21oi	132
a221oi	12
a22o	12
a22oi	265
and2	9
and3	3
and3b	2
and4	1
buf	317
bufinv	12
clkbuf	291
clkdlybuf4s50	24
clkinv	84
clkinvlp	2
dfxtp	20
diode	11
edfxtp	2048
inv	10
maj3	2
mux2	1
mux2i	10
mux4	832
nand2	761
nand2b	6
nand3	1029
nand3b	2
nand4	9
nor2	432
nor2b	18
nor3	719
nor3b	1
o211a	10
o21ai	703
o22ai	6
o41ai	32
or2	7
or3	2
or3b	1
xnor2	15
xor2	9
per-stage QoR:
step	util	area, µm²	power (µW)	hold slack (ns)
floorplan	-	106000	1270	0.531
global placement	0.515	109000	1350	0.551
detailed placement	0.515	109000	1350	0.563
CTS	0.547	115000	2190	0.571
global route	0.547	115000	2240	0.603
finish	0.547	115000	2190	0.569
report_power, final:
part | total, µW | switching (µW) | internal, µW | leakage, µW
clock network | 847 | 371 | 475 | 0.00326
registers | 1060 | 7.10 | 1050 | 0.0179
logic | 280 | 212 | 67.7 | 0.0101
Power figures rest on the tool's default switching activity, not on a simulated workload.
