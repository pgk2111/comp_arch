==> flow/design.v <==
module output_p (
 input 	logic		 clk,
 input 	logic		 rst,
 input  logic [31:0] st_data,
 input  logic [ 5:0] addr,
 input  logic [ 2:0] code,
 input  logic	     st_en,
 output logic [31:0] out,
 output logic [31:0] o_lcd,
 output logic [31:0] o_ledg,
 output logic [31:0] o_ledr,
 output logic [ 6:0] o_hex0,
 output logic [ 6:0] o_hex1,
 output logic [ 6:0] o_hex2,
 output logic [ 6:0] o_hex3,
 output logic [ 6:0] o_hex4,
 output logic [ 6:0] o_hex5,
 output logic [ 6:0] o_hex6,
 output logic [ 6:0] o_hex7
);
integer i;
logic [31:0] mem [63:0];
always_ff @(posedge clk ) begin : proc_reg
 if (!rst) begin
	o_hex0 <= 6'b0;
	o_hex1 <= 6'b0;
	o_hex2 <= 6'b0;
	o_hex3 <= 6'b0;
	o_hex4 <= 6'b0;
	o_hex5 <= 6'b0;
	o_hex6 <= 6'b0;
	o_hex7 <= 6'b0;
	o_ledr <= 32'b0;
	o_ledg <= 32'b0;
	o_lcd  <= 32'b0;
	for (i=0 ;i <64 ; i=i+1) begin
   mem[i] = 32'b0 ;
  end
 end else if (st_en) begin  
  mem[addr] <= st_data;
  case(code)
	3'b100: begin 
				case(addr[3:0])
					4'b0000: o_hex0 <= st_data[6:0];
					4'b0001: o_hex1 <= st_data[6:0];
					4'b0010: o_hex2 <= st_data[6:0];
					4'b0011: o_hex3 <= st_data[6:0];
					4'b0100: o_hex4 <= st_data[6:0];
					4'b0101: o_hex5 <= st_data[6:0];
					4'b0110: o_hex6 <= st_data[6:0];
					4'b0111: o_hex7 <= st_data[6:0];
				endcase
			  end				
	3'b110: o_ledr <= st_data ;
	3'b101: o_ledg <= st_data ;
   3'b011: o_lcd  <= st_data ;
	default: begin
	o_hex0 <= 6'b0;
	o_hex1 <= 6'b0;
	o_hex2 <= 6'b0;
	o_hex3 <= 6'b0;
	o_hex4 <= 6'b0;
	o_hex5 <= 6'b0;
	o_hex6 <= 6'b0;
	o_hex7 <= 6'b0;
	o_ledr <= 32'b0;
	o_ledg <= 32'b0;
	o_lcd  <= 32'b0;
  end
endcase  
end
end
always_comb begin
 out = mem[addr];
end
endmodule : output_p
==> flow/run.sh <==
#!/bin/bash
# OpenROAD 26Q1-2900-gdf79404cd8, Yosys 0.63+post, stock flow scripts
make -C /OpenROAD-flow-scripts/flow DESIGN_CONFIG=/design/flow/config.mk WORK_HOME=/design/flow/orfs finish
==> flow/config.mk <==
export PLATFORM = sky130hd
export DESIGN_NAME = output_p
export DESIGN_NICKNAME = output_p
export VERILOG_FILES = /design/flow/design.v
export SDC_FILE = /design/flow/constraint.sdc
export NUM_CORES = 4
export LEC_CHECK = 1
export CORE_UTILIZATION = 50
==> flow/constraint.sdc <==
current_design output_p

set clk_period 50.3
set clk_io_pct 0.2

create_clock -name clk0 -period $clk_period [get_ports {clk}]

set non_clock_inputs [all_inputs -no_clocks]
set_input_delay [expr $clk_period * $clk_io_pct] -clock clk0 $non_clock_inputs
set_output_delay [expr $clk_period * $clk_io_pct] -clock clk0 [all_outputs]
==> flow_summary.yaml <==
# yosys + openroad results
grt:
  grt-ovfl-total: 0
  track_usage: 0.3551
  grt_pass1_wl_mm: 444.8
  grt_pass1_vias: 59090
  antenna_found_initial: 20
  grt_max_degree: 79
final_timing:
  finalHoldViolations: 0
  rsz0062_at_grt: "false"
  clock_skew_ns: 0
  fmax_mhz: 40.09
  setup_viol: 0
  hold_ws_ns: 0.4609
  setup_tns_ns: 0
  tightest_slew_ns: 1.048
  worst_slack_ns: 25.36
  slew_headroom: 0.3011
  min_period_over_period: 0.4958
  maxSlewViolCount: 0
  period_minus_slack_ns: 24.94
critical_path:
  cpMostUsedCell: "buf_4"
  endpoint_kind: "output pin"
  worst-r2r-cell-count: 2
  path_cells: "buf_8 -> buf_4 -> buf_4 -> buf_4 -> mux4_2 -> a22oi_1 -> buf_4 -> and4_1 -> nand4_1 -> clkdlybuf4s50_1"
  slowest_stage: "buf_4"
  required_ns: 40.24
  crit_fanout: 42
  start_kind: "primary input"
  arrival_ns: 14.88
  worstSetupPathType: "in2out"
  max_stage_delay_ns: 0.66
pwr:
  leakage_uw: 0.03838
  ir_worst_vdd_uv: 36.83
  p_per_area_nw_per_um2: 36.35
detailed_routing:
  wire_per_inst_um: 32.74
  ant_nets: 0
  vias: 57210
  firstDrtPassIters: 5
  drc: 0
  via_per_inst: 5.931
  wl_mm: 315.8
  drt_iter0_markers: 4072
cts:
  cts_hold_buf: 0
  insertion_delay_ns: 0.86
  cts.htree.levels: 4
  cts_buffers: 228
  clk_pin_slew_ns: 0.06
  postCtsSetupBuffers: 0
  clockBufferDepth: 3
  cts_root_buf: "clkbuf_16"
  ctsResizeCount: 0
  cts_tree: "built"
  clock_sinks: 2200
hold_path:
  hp-class: "reg2reg"
  worstHoldPathCells: 2
synth:
  yosysUniqueCellTypes: 57
  yosysWarningCount: 1
  synth-edff-count: 2048
  async_flop_share: 0
  yosys_cells: 6772
  syn_avg_cell_area_um2: 14.61
  synthCells: 6772
  ff_type: "edfxtp_1"
  synth_area_um2: 98930
  synth_flops: 2200
  ys_chip_area_um2: 98930
  yosys.stat.seqShare: 0.6524
floorplan:
  fp.coreArea_um2: 195800
  io_pins: 228
  fp-utilization: 0.5053
  die_y_um: 446.8
  rows: 162
  die-area_um2: 199600
  die_w_um: 446.8
place:
  globalplace.congestion: 0.9605
  port_buffers: 227
  dpl_worst_slack_ns: 25.28
  dp.final_hpwl_mm: 186.8
run_status:
  outcome: "finished clean"
layout:
  area_delta_synth_final_pct: 12.64
  drive_gt1_frac: 0.1629
  post-route-util: 0.5691
run:
  cap_violations: 0
  warning_count: 26
==> worst max-delay path, delay by kind of cell <==
family	cells	cell delay, ns
and+or+nand+nor	2	0.68
muxes	1	0.58
buffers and inverters	6	2.99
AOI/OAI and AO/OA	1	0.45
==> routing by layer <==
layer / up-vias / GRT usage / wire, um / part of all wire
li1: 24950 / - / - / -
met1: 28220 / 0.4725 / 106000 / 0.34
met2: 3416 / 0.4774 / 138400 / 0.44
met3: 592 / 0.2650 / 57030 / 0.18
met4: 26 / 0.1123 / 13940 / 0.044
met5: - / 0.03248 / 436 / 0.0014
==> where the power goes <==
group / total, uW / leakage [uW] / switching, uW / internal (uW)
registers: 2110 / 0.0207 / 22.4 / 2090
clock network: 1620 / 0.00347 / 714 / 907
logic: 322 / 0.0142 / 219 / 102
==> cell usage in the layout (no fill, tap or decap), types with 33 or more instances in the layout <==
cell type and n:
edfxtp_1 2048, mux4_2 352, nand2_1 75, clkdlybuf4s50_1 191, mux2i_1 320, and2_1 2056
o21ai_0 57, clkbuf_1 59, diode_2 33, clkinv_2 35, nor2_2 64, a21boi_0 88
clkinv_1 57, nor2b_1 36, nand3_1 157, dfxtp_1 152, a22oi_1 317, a31oi_1 33
and4_1 33, o21ai_4 62, buf_4 289, clkbuf_16 230
==> state kept, by name, summed over array words and instances (netlist names), 32 cells and up <==
signal,count
mem,2048
o_lcd,32
o_ledg,32
o_ledr,32
==> cell type report <==
cell class	count	area (um^2)
Clock inverter	120	975.9
Sequential cell	2200	64540
Fill cell	14910	84370
Inverter	4	15.01
Clock buffer	301	6107
Timing Repair Buffer	515	4308
Multi-Input combinational cell	3848	32120
Antenna cell	33	82.58
Tap cell	2624	3283
==> worst paths after layout <==
| path | start | end | slack (ns) |
|---|---|---|---|
| setup reg to reg | o_hex5[2]$_SDFFE_PN0P_ | o_hex5[2]$_SDFFE_PN0P_ | 49.60 |
| setup / recovery | addr[1] | out[13] | 25.36 |
| hold reg to reg | o_ledg[27]$_SDFFE_PN0P_ | o_ledg[27]$_SDFFE_PN0P_ | 0.46 |
| hold / removal | o_ledg[27]$_SDFFE_PN0P_ | o_ledg[27]$_SDFFE_PN0P_ | 0.46 |
==> stage by stage <==
step                total power [uW]  cells  instance area [um^2]
finish                          4051   9645                111400
CTS                             4073   9612                111400
detailed placement              2466   9191                104300
floorplan                       2311   6772                 98930
global route                    4158   9638                111400
global placement                2464   9191                104300
==> kinds of logic after synthesis <==
logic type,count (synthesis),synth area share
AOI/OAI and AO/OA,673,0.04817
xor gates and xnor gates,1,0.00008854
buffers and inverters,724,0.03239
DFF,2200,0.6524
muxes,672,0.1125
and+or+nand+nor,2502,0.1545
==> cell usage after synthesis, types with 4 or more instances <==
cell	number	area, um^2
clkbuf_2	9	45.04
nand3_1	157	785.8
dfxtp_1	152	3043
o21ai_0	119	595.6
a22oi_1	317	2380
buf_1	15	56.30
clkbuf_1	547	2053
a21boi_0	88	660.6
nand2_1	75	281.5
buf_2	71	355.3
nand4_1	32	200.2
and4b_1	4	40.04
and2_1	2057	12870
mux2i_1	320	3203
a21boi_1	32	240.2
nand3b_1	4	30.03
nand2b_1	8	50.05
a31oi_1	33	206.5
mux4_2	352	7928
nor2_1	66	247.7
buf_6	25	281.5
inv_1	4	15.01
a22o_1	32	280.3
buf_4	53	397.9
and4_1	33	289.0
edfxtp_1	2048	61500
o211ai_1	32	240.2
nor2b_1	38	237.7
Power is estimated from default activity; no workload was simulated.
